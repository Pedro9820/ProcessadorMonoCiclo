<file path="flow/design.v">
module Mux_2X1(input1, input2, seletor, out);
input wire [31:0] input1; 
input wire [31:0] input2; 
input wire seletor;
output wire [31:0] out;  
assign out  = seletor? input2 : input1;  
endmodule
</file>
<file path="flow/run.sh">
#!/bin/bash
# OpenROAD 26Q1-2900-gdf79404cd8, Yosys 0.63+post, stock flow scripts
make -C /OpenROAD-flow-scripts/flow DESIGN_CONFIG=/design/flow/config.mk WORK_HOME=/design/flow/orfs finish
</file>
<file path="flow/config.mk">
export PLATFORM = sky130hd
export DESIGN_NAME = Mux_2X1
export DESIGN_NICKNAME = Mux_2X1
export VERILOG_FILES = /design/flow/design.v
export SDC_FILE = /design/flow/constraint.sdc
export NUM_CORES = 4
export LEC_CHECK = 1
export CORE_AREA = 10 10 71 71
export DIE_AREA = 0 0 81 81
export SYNTH_HDL_FRONTEND = slang
</file>
<file path="flow/constraint.sdc">
current_design Mux_2X1

set clk_period 1.0
set clk_io_pct 0.2

create_clock -name clk0 -period $clk_period

set non_clock_inputs [all_inputs -no_clocks]
set_input_delay [expr $clk_period * $clk_io_pct] -clock clk0 $non_clock_inputs
set_output_delay [expr $clk_period * $clk_io_pct] -clock clk0 [all_outputs]
</file>
==> impl_metrics.env <==
# implementation run metrics
export IMPL_synthTopLogicFamily="multiplexers"
export IMPL_vias_per_cell=3.82
export IMPL_hold_violations=0
export IMPL_dpl_instance_area_mm2=0.00154
export IMPL_ioPinCount=97
export IMPL_post_synth_num_cell_types=4
export IMPL_drt_pass1_iterations=2
export IMPL_ys_area_um2=544
export IMPL_mux_area_frac=0.869
export IMPL_portBuffers=97
export IMPL_syn_avg_cell_area_um2=15.1
export IMPL_antenna_found_initial=0
export IMPL_flop_count=0
export IMPL_grt_max_degree=11
export IMPL_setup_slack_ns=-0.179
export IMPL_finalSetupViolCount=32
export IMPL_cap_violations=0
export IMPL_synth_simple_area_share=0
export IMPL_fin_util=0.438
export IMPL_top_cell="mux2_4"
export IMPL_common_cells="30 x mux2_4, 3 x buf_12, 2 x mux2_2, 1 x buf_6"
export IMPL_grt_pass1_vias=764
export IMPL_top_cell_area_share=0.828
export IMPL_warnings=34
export IMPL_drtIter0Drc=3
export IMPL_startpoint_type="input pin"
export IMPL_fp_util=0.150
export IMPL_wirelength_mm=2.88
export IMPL_synth_adder_area_share=0
export IMPL_drv_slew=0
export IMPL_drive_above_1_share=0.540
export IMPL_slowest_stage="mux2_4"
export IMPL_dp_hpwl_mm=2.50
export IMPL_powerDensity_mw_per_mm2=392
export IMPL_p_leak_nw=0.872
export IMPL_clock_buffer_count=0
export IMPL_die_x_um=81
export IMPL_gp_congestion=0.832
export IMPL_drc_errors=0
export IMPL_grt_usage=0.0779
export IMPL_crit_start="seletor"
export IMPL_max_slew_worst_pin_slew_ns=0.0870
export IMPL_post_route_period_util=1.18
export IMPL_path_common_cell="buf_12"
export IMPL_ff_latch_area_um2=0
export IMPL_cp_arrival_ns=0.98
export IMPL_endpoint_kind="output port"
export IMPL_hold_class="in2out"
export IMPL_min_period_ns=1.18
export IMPL_ir_drop_uv=169
export IMPL_synth_area_um2=544
export IMPL_syn_inst=36
export IMPL_area_delta_synth_final_pct=192
export IMPL_ys_cells=36
export IMPL_design_area_mm2=0.00159
export IMPL_yosys_top_cells_area="mux2_4 83%, buf_12 11%, mux2_2 4.1%, buf_6 2.1%"
export IMPL_yosys_warnings=0
export IMPL_worst_path_max_fanout=6
export IMPL_compound_area_frac=0
export IMPL_die_h_um=81
export IMPL_whs_ns=0.691
export IMPL_core_mm2=0.00363
export IMPL_worstPathCellList="buf_12, buf_12, buf_12, mux2_4, buf_6"
export IMPL_critPathKind="in2out"
export IMPL_diodes=0
export IMPL_ant_nets=0
export IMPL_via_count=715
export IMPL_row_count=22
export IMPL_gr_total_overflow=0
export IMPL_max_slew_margin=0.942
export IMPL_grt_pass1_wl_mm=4.14
export IMPL_yosys_stat_seqShare=0
export IMPL_dieArea_mm2=0.00656
export IMPL_yosysTopAreaCell="mux2_4"
export IMPL_violations="setup timing"
export IMPL_cp_required_ns=0.80
export IMPL_crit_path_end="out[4]"
export IMPL_wl_per_cell_um=15.4
export IMPL_rsz0062_at_grt="true"
export IMPL_synthXorXnorAreaFrac=0
export IMPL_max_freq_mhz=848
export IMPL_max_stage_delay_ns=0.29
export IMPL_status="finished with violations"
final cells by class:
cell class | count | area (um2)
Multi-Input combinational cell | 32 | 477
Timing Repair Buffer | 107 | 1050
Fill cell | 357 | 2040
Tap cell | 48 | 60.1
critical path: cells and delay by family:
family	cells	cell delay [ns]
buf+inv	4	0.48
mux	1	0.29
placed cells by master (no fill, tap or decap), drive strengths merged:
master and n:
dlymetal6s2s 4, clkdlybuf4s50 9, dlygate4sd2 51, buf 43
mux2 32
layer usage:
layer | GRT usage | vias up | wire [um]
met1 | 0.0903 | 320 | 1080
met4 | 0 | 0 | 0
met2 | 0.143 | 50 | 1450
met5 | 0 | - | 0
met3 | 0.0278 | 0 | 350
li1 | - | 345 | -
per-stage QoR:
step | TNS (ns) | std cells | power (mW) | setup WS (ns)
after floorplan | 0 | 36 | 0.206 | 0.0669
after global placement | -15.61 | 179 | 0.656 | -0.504
after detailed placement | -15.81 | 179 | 0.661 | -0.512
after CTS | -3.62 | 186 | 0.614 | -0.181
after global routing | -3.86 | 187 | 0.666 | -0.196
final | -3.30 | 187 | 0.624 | -0.179
power breakdown:
part | total, mW | internal (mW) | switching [mW]
sequential | 0 | 0 | 0
combinational | 0.624 | 0.487 | 0.137
clock | 0 | 0 | 0
how the worst min path moves through the flow:
stage / slack, ns / startpoint / depth (start not counted) / end
after CTS: 0.75 / seletor / 3 / out[29]
after global routing: 0.72 / input1[29] / 3 / out[29]
final: 0.69 / input2[29] / 3 / out[29]
logic make-up after synthesis:
group / after synthesis
buffers and inverters: 4
muxes: 32
timing repair:
item | 4_1_cts | 5_1_grt
endpoints found under the hold margin | 0 | 0
setup endpoints to repair | 32 | 32
setup buffers | 5 | 1
pin swaps | 0 | 0
gates cloned | 2 | 0
resized | 171 | 10
hold buffers | 0 | 0
Power figures rest on the tool's default switching activity, not on a simulated workload.
